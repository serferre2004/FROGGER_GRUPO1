File: flow/config.mk
export PLATFORM = sky130hd
export DESIGN_NAME = SC_LastRegBACKGTYPE
export DESIGN_NICKNAME = SC_LastRegBACKGTYPE
export VERILOG_FILES = /design/flow/design.v
export SDC_FILE = /design/flow/constraint.sdc
export NUM_CORES = 4
export LEC_CHECK = 1
export CORE_AREA = 10 10 88 88
export DIE_AREA = 0 0 98 98
File: flow/constraint.sdc
current_design SC_LastRegBACKGTYPE

set clk_period 1.1
set clk_io_pct 0.2

create_clock -name clk0 -period $clk_period [get_ports {SC_LastRegBACKGTYPE_CLOCK_50}]

set non_clock_inputs [all_inputs -no_clocks]
set_input_delay [expr $clk_period * $clk_io_pct] -clock clk0 $non_clock_inputs
set_output_delay [expr $clk_period * $clk_io_pct] -clock clk0 [all_outputs]
File: flow/design.v
module SC_LastRegBACKGTYPE #(parameter RegBACKGTYPE_DATAWIDTH=8,
								 parameter DATA_FIXED_INITREGBACKG=8'b00000000,    				  
								 parameter DATA_FIXED_START_INITREGBACKG=8'b00100100,	   		  
								 parameter DATA_FIXED_Transition1_INITREGBACKG=8'b10000001,	     
								 parameter DATA_FIXED_LEVEL1REGBACKG=8'b11111111,
								 parameter DATA_FIXED_Transition2_INITREGBACKG=8'b00100100,	     
								 parameter DATA_FIXED_LEVEL2REGBACKG=8'b00000000,
								 parameter DATA_FIXED_Transition3_INITREGBACKG=8'b00100100,	     
								 parameter DATA_FIXED_LEVEL3REGBACKG=8'b00000000,
								 parameter DATA_FIXED_Transition4_INITREGBACKG=8'b00100100,	     
								 parameter DATA_FIXED_LEVEL4REGBACKG=8'b00000000,
								 parameter DATA_FIXED_WINNING_INITREGBACKG=8'b11111111)(			  
	SC_LastRegBACKGTYPE_data_OutBUS,
	SC_LastRegBACKGTYPE_CLOCK_50,
	SC_LastRegBACKGTYPE_RESET_InHigh,
	SC_LastRegBACKGTYPE_clear_InLow, 
	SC_LastRegBACKGTYPE_load_InLow, 
	SC_LastRegBACKGTYPE_shiftselection_In,
	SC_LastRegBACKGTYPE_transitioncounter_InBUS,
	SC_LastRegBACKGTYPE_lastpointreg_InBUS,
	SC_LastRegBACKGTYPE_LoadFinalRegister_InLow
);
output		[RegBACKGTYPE_DATAWIDTH-1:0]	SC_LastRegBACKGTYPE_data_OutBUS;
input		SC_LastRegBACKGTYPE_CLOCK_50;
input		SC_LastRegBACKGTYPE_RESET_InHigh;
input		SC_LastRegBACKGTYPE_clear_InLow;
input		SC_LastRegBACKGTYPE_load_InLow;	
input		[1:0] SC_LastRegBACKGTYPE_shiftselection_In;
input		[3:0] SC_LastRegBACKGTYPE_transitioncounter_InBUS;
input		[RegBACKGTYPE_DATAWIDTH-1:0]	SC_LastRegBACKGTYPE_lastpointreg_InBUS;
input		SC_LastRegBACKGTYPE_LoadFinalRegister_InLow;
reg [RegBACKGTYPE_DATAWIDTH-1:0] LastRegBACKGTYPE_Register;
reg [RegBACKGTYPE_DATAWIDTH-1:0] LastRegBACKGTYPE_Signal;
reg [RegBACKGTYPE_DATAWIDTH-1:0] LastRegBACKGTYPE_Level;
always @(*)
begin
	if (SC_LastRegBACKGTYPE_transitioncounter_InBUS == 4'b0000)
		LastRegBACKGTYPE_Level = DATA_FIXED_START_INITREGBACKG;
	else if (SC_LastRegBACKGTYPE_transitioncounter_InBUS == 4'b0001)
		LastRegBACKGTYPE_Level = DATA_FIXED_Transition1_INITREGBACKG;
	else if (SC_LastRegBACKGTYPE_transitioncounter_InBUS == 4'b0010)
		LastRegBACKGTYPE_Level = DATA_FIXED_LEVEL1REGBACKG;
	else if (SC_LastRegBACKGTYPE_transitioncounter_InBUS == 4'b0011)
		LastRegBACKGTYPE_Level = DATA_FIXED_Transition2_INITREGBACKG;
	else if (SC_LastRegBACKGTYPE_transitioncounter_InBUS == 4'b0100)
		LastRegBACKGTYPE_Level = DATA_FIXED_LEVEL2REGBACKG;
	else if (SC_LastRegBACKGTYPE_transitioncounter_InBUS == 4'b0101)
		LastRegBACKGTYPE_Level = DATA_FIXED_Transition3_INITREGBACKG;
	else if (SC_LastRegBACKGTYPE_transitioncounter_InBUS == 4'b0110)
		LastRegBACKGTYPE_Level = DATA_FIXED_LEVEL3REGBACKG;
	else if (SC_LastRegBACKGTYPE_transitioncounter_InBUS == 4'b0111)
		LastRegBACKGTYPE_Level = DATA_FIXED_Transition4_INITREGBACKG;
	else if (SC_LastRegBACKGTYPE_transitioncounter_InBUS == 4'b1000)
		LastRegBACKGTYPE_Level = DATA_FIXED_LEVEL4REGBACKG;
	else if (SC_LastRegBACKGTYPE_transitioncounter_InBUS == 4'b1001)
		LastRegBACKGTYPE_Level = DATA_FIXED_WINNING_INITREGBACKG;	
	else
		LastRegBACKGTYPE_Level = 8'b00000000;
	if (SC_LastRegBACKGTYPE_clear_InLow == 1'b0)
		LastRegBACKGTYPE_Signal = DATA_FIXED_INITREGBACKG;
	else if (SC_LastRegBACKGTYPE_load_InLow == 1'b0)
		LastRegBACKGTYPE_Signal = LastRegBACKGTYPE_Level;
	else if (SC_LastRegBACKGTYPE_LoadFinalRegister_InLow == 1'b0)
		LastRegBACKGTYPE_Signal = LastRegBACKGTYPE_Level | SC_LastRegBACKGTYPE_lastpointreg_InBUS;
	else if (SC_LastRegBACKGTYPE_shiftselection_In == 2'b01)
		LastRegBACKGTYPE_Signal = {LastRegBACKGTYPE_Register[RegBACKGTYPE_DATAWIDTH-2:0],LastRegBACKGTYPE_Register[RegBACKGTYPE_DATAWIDTH-1]};
	else if (SC_LastRegBACKGTYPE_shiftselection_In== 2'b10)
		LastRegBACKGTYPE_Signal = {LastRegBACKGTYPE_Register[0],LastRegBACKGTYPE_Register[RegBACKGTYPE_DATAWIDTH-1:1]};
	else
		LastRegBACKGTYPE_Signal = LastRegBACKGTYPE_Register;
	end	
always @(posedge SC_LastRegBACKGTYPE_CLOCK_50, posedge SC_LastRegBACKGTYPE_RESET_InHigh)
begin
	if (SC_LastRegBACKGTYPE_RESET_InHigh == 1'b1)
		LastRegBACKGTYPE_Register <= 0;
	else
		LastRegBACKGTYPE_Register <= LastRegBACKGTYPE_Signal;
end
assign SC_LastRegBACKGTYPE_data_OutBUS = LastRegBACKGTYPE_Register;
endmodule
File: flow/run.sh
#!/bin/bash
# OpenROAD 26Q1-2900-gdf79404cd8, Yosys 0.63+post, stock flow scripts
make -C /OpenROAD-flow-scripts/flow DESIGN_CONFIG=/design/flow/config.mk WORK_HOME=/design/flow/orfs finish
==> results.py <==
# Flow results
metrics = {
    "synthesis": {
        "synthCells": 71,
        "syn_avg_cell_area_um2": 9.09,
        "ys_ff": 8,
        "netlist_area_um2": 646,
        "ys_area_um2": 646,
        "synth_cell_types": 28,
        "area_leaders": "dfrtp_1 31%, a221o_1 9.3%, a22o_1 8.1%, o21ai_0 7.0%, and2_1 6.8%",
        "synth_top_area_share_pct": 31.0,
        "yosysSeqAreaShare_pct": 31.0,
        "ys_warn_count": 1,
        "top_area_cell": "dfrtp_1",
        "ys_cells": 71,
    },
    "sta": {
        "worst_pin_slew_ns": 0.421,
        "slew_violations": 0,
        "setup_viol": 9,
        "max_slew_margin_pct": 71.9,
        "fin_ws_ns": -0.0992,
        "finalClockPeriodUsage_pct": 109,
        "fin_skew_ns": 0.00496,
        "tns_ns": -0.569,
        "fmax_ghz": 0.834,
        "period_minus_slack_ns": 1.20,
        "rsz0062_at_grt": "yes",
        "hold_viol": 0,
    },
    "clocking": {
        "clk_latency_ns": 0.23,
        "cts_made_buffers": 3,
        "cts.htree.levels": 1,
        "clock_path_buffers": 2,
        "path_clk_slew_ns": 0.04,
        "clock-sinks": 8,
        "cts_tree": "done",
        "ctsHoldBuffers": 0,
        "clock-root-buffer": "clkbuf_8",
    },
    "finish": {
        "largest_registers": "LastRegBACKGTYPE_Register: 8 flops",
        "top_register": "LastRegBACKGTYPE_Register",
        "logic_area_um2": 483,
        "layout-drive-gt1-share_pct": 41.4,
        "lay_top_cells": "14 x buf_4, 9 x clkdlybuf4s50_1, 8 x dfrtp_1, 8 x buf_6",
        "lay_top_count": "buf_4",
        "final_cell_area_um2": 1260,
        "area_growth_pct": 95.3,
        "flop_area_um2": 200,
        "largest_reg_flops": 8,
        "nFillCells": 637,
    },
    "routing": {
        "routed_via_density": 3.81,
        "drtIter0Drc": 14,
        "insertedDiodeCount": 0,
        "drc_errors": 0,
        "num_vias": 727,
        "wl_per_cell_um": 12.4,
        "drtPass1Iterations": 4,
        "final_antenna_net_count": 0,
        "wirelength_mm": 2.37,
    },
    "pwr": {
        "irDropWorstVdd_mv": 0.522,
        "power_per_cell_area_nw_per_um2": 854,
        "power_w": 0.00108,
        "p_leak_nw": 0.579,
    },
    "setup_path": {
        "cp_top_family": "flip-flops",
        "timing.rr.end": "LastRegBACKGTYPE_Register[1]",
        "critPathBufInv": 2,
        "critPathArrivalTime_ns": 0.98,
        "cp-end-kind": "output port",
        "critPathLaunchType": "register",
        "reg2reg_slack_ns": -0.09,
        "slowest_stage": "dfrtp_1",
        "critPathKind": "register to output port",
        "crit_path_max_fanout": 2,
        "reg2reg_depth": 4,
        "critPathRequiredTime_ns": 0.88,
        "crit_chain": "buf_4 -> dlygate4sd2_1",
        "r2r_start": "LastRegBACKGTYPE_Register[0]",
        "max_stage_delay_ns": 0.38,
    },
    "floorplan": {
        "dieWidth_um": 98,
        "core_area_um2": 5920,
        "fp_util_pct": 10.9,
        "pin_count": 27,
        "die_height_um": 98,
        "fp-row-count": 28,
        "die_area_um2": 9600,
    },
    "run_status": {
        "status": "complete, but fails checks",
        "failed_checks": "negative setup slack",
    },
    "global_route": {
        "grt_overflow_total": 0,
        "antenna_found_initial": 0,
        "track_usage_pct": 4.82,
        "grt_pass1_vias": 727,
        "grt_max_degree": 10,
        "grt_pass1_wl_mm": 3.78,
    },
    "place": {
        "finalWeightedCongestion": 0.882,
        "post-dp-hpwl_mm": 1.97,
        "placed_area_um2": 1090,
        "port_buffers": 26,
    },
    "run": {
        "tool_warnings": 28,
        "drv_cap": 0,
    },
    "worst_hold_path": {
        "hp-class": "primary input to asynchronous set/reset pin",
    },
}
worst max path at each step:
stage | from | endpoint | slack [ns] | cells past startpoint
CTS | LastRegBACKGTYPE_Register[5] | LastRegBACKGTYPE_Register[6] | -0.14 | 4
global route | LastRegBACKGTYPE_Register[6] | LastRegBACKGTYPE_Register[7] | -0.14 | 4
finish | LastRegBACKGTYPE_Register[5] | SC_LastRegBACKGTYPE_data_OutBUS[5] | -0.1 | 2
metal layers:
layer / GRT usage, % / share of wire [%]
met5: 0 / 0
met4: 0.224 / 0
met3: 3.13 / 12
met2: 6.90 / 40
met1: 6.22 / 48
cells in the mapped netlist (all sizes together):
library cell / instances
o21ai: 9
nand2: 1
or4b: 1
dfrtp: 8
nand3: 4
or4bb: 1
and2: 7
xnor2: 1
and3b: 5
a21boi: 1
nor2: 1
buf: 3
o21bai: 1
a32oi: 2
inv: 3
a311oi: 1
a22o: 6
a221o: 6
clkbuf: 3
and3: 1
a2111oi: 1
nand2b: 1
nor2b: 1
o211ai: 3
per-stage QoR:
| stage | hold WS, ns | worst slack (ns) | util [%] | cells |
|---|---|---|---|---|
| 2_1_floorplan | 0.0357 | -0.0479 | - | 71 |
| 3_3_place_gp | 0.497 | -0.575 | 18.4 | 180 |
| 3_5_place_dp | 0.495 | -0.591 | 18.4 | 180 |
| 4_1_cts | 0.255 | -0.145 | 21.2 | 190 |
| 5_1_grt | 0.294 | -0.140 | 21.3 | 191 |
| 6_report | 0.238 | -0.0992 | 21.3 | 191 |
cell families (layout without fill, tap and decap cells):
family	Yosys count	count (layout)	share of synthesized area (%)
AOI/OAI and AO/OA	30	30	36.2
and+or+nand+nor	23	23	24.6
buffers and inverters	9	54	6.78
DFF	8	8	31.0
xor gates and xnor gates	1	1	1.36
area by class of cell:
| cell class | count | area share, % |
|---|---|---|
| clock buffer | 3 | 3.27 |
| tap | 75 | 7.44 |
| multi-input combinational | 54 | 38.3 |
| inverter | 3 | 0.893 |
| timing repair buffer | 48 | 34.2 |
| sequential | 8 | 15.9 |
what timing repair did:
| item | 4_1_cts | 5_1_grt |
|---|---|---|
| setup buffers | 7 | 1 |
| resized | 48 | 10 |
| endpoints found under the setup margin | 16 | 13 |
| pin swaps | 17 | 6 |
worst reg2reg max path, cell delays in order, from the launching register on:
cell	delay, ns
dfrtp_1	0.37
buf_6	0.12
and2_4	0.12
a221o_1	0.29
a22o_1	0.18
where the power goes:
| part | internal, W | switching, W | total (W) |
|---|---|---|---|
| combinational | 0.000238 | 0.000144 | 0.000382 |
| sequential | 0.000320 | 0.0000182 | 0.000338 |
| clock | 0.000237 | 0.000119 | 0.000357 |
| total | 0.000795 | 0.000282 | 0.00108 |
Power and IR drop assume default switching activity.
