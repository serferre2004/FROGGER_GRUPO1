[flow/run.sh]
#!/bin/bash
# OpenROAD 26Q1-2900-gdf79404cd8, Yosys 0.63+post, stock flow scripts
make -C /OpenROAD-flow-scripts/flow DESIGN_CONFIG=/design/flow/config.mk WORK_HOME=/design/flow/orfs finish
[flow/config.mk]
export PLATFORM = sky130hd
export DESIGN_NAME = CC_BIN2BCD1
export DESIGN_NICKNAME = CC_BIN2BCD1
export VERILOG_FILES = /design/flow/design.v
export SDC_FILE = /design/flow/constraint.sdc
export NUM_CORES = 4
export LEC_CHECK = 1
export CORE_AREA = 10 10 70 70
export DIE_AREA = 0 0 80 80
[flow/constraint.sdc]
current_design CC_BIN2BCD1

set clk_period 9.3
set clk_io_pct 0.2

create_clock -name clk0 -period $clk_period

set non_clock_inputs [all_inputs -no_clocks]
set_input_delay [expr $clk_period * $clk_io_pct] -clock clk0 $non_clock_inputs
set_output_delay [expr $clk_period * $clk_io_pct] -clock clk0 [all_outputs]
[flow/design.v]
module CC_BIN2BCD1 (
	CC_BIN2BCD_bcd_OutBUS,
	CC_BIN2BCD_bin_InBUS
);
input [7:0] CC_BIN2BCD_bin_InBUS;
output [11:0] CC_BIN2BCD_bcd_OutBUS;
reg [11 : 0] CC_BIN2BCD_bcd_OutBUS; 
reg [3:0] i;   
     always @(CC_BIN2BCD_bin_InBUS)
        begin
            CC_BIN2BCD_bcd_OutBUS = 0;  
            for (i = 0; i < 8; i = i+1)  
            begin
                CC_BIN2BCD_bcd_OutBUS = {CC_BIN2BCD_bcd_OutBUS[10:0],CC_BIN2BCD_bin_InBUS[7-i]};  
                if(i < 7 && CC_BIN2BCD_bcd_OutBUS[3:0] > 4) 
                    CC_BIN2BCD_bcd_OutBUS[3:0] = CC_BIN2BCD_bcd_OutBUS[3:0] + 3;
                if(i < 7 && CC_BIN2BCD_bcd_OutBUS[7:4] > 4)
                    CC_BIN2BCD_bcd_OutBUS[7:4] = CC_BIN2BCD_bcd_OutBUS[7:4] + 3;
                if(i < 7 && CC_BIN2BCD_bcd_OutBUS[11:8] > 4)
                    CC_BIN2BCD_bcd_OutBUS[11:8] = CC_BIN2BCD_bcd_OutBUS[11:8] + 3;  
            end
        end     
endmodule
==> impl_metrics.yaml <==
# synthesis and place-and-route metrics
outcome:
  status: "completed"
global_routing:
  grt_pass1_wl_mm: 4.22
  grt_max_degree: 18
  antenna_found_initial: 0
  overflow: 0
  grt_use_total_pct: 7.53
  first_global_vias: 942
place:
  io_buffers: 16
  hpwl_mm: 1.97
  gp_congestion: 0.954
  place_ws_ps: 908
logic_synthesis:
  postSynthSeqShare_pct: 0
  synth_cell_type_count: 59
  ys_cells: 153
  syn_area_per_cell_um2: 6.98
  mappedNetlistArea_um2: 1070
  postSynthCellCount: 153
  ys_area_um2: 1070
  synth_warnings: 1
final_timing:
  hold_ws_ps: 3720
  period_used_pct: 90.3
  finalSetupViolCount: 0
  maxSlewViolCount: 0
  slew_headroom_pct: 60.7
  hold_violations: 0
  worstMarginPinSlew_ps: 588
  fin_crit_ps: 8400
  rsz0062_at_grt: "false"
  fin_setup_tns_ps: 0
  worst_slack_ps: 900
  fmax_mhz: 119
critical_path:
  critPathCaptureType: "primary output"
  crit_fanout: 16
  crit_arrival_ps: 6540
  critPathLaunchType: "input pin"
  crit_required_ps: 7440
  crit_type: "in -> out"
layout:
  lay_top_count: "clkdlybuf4s50_1"
  final_layout_top_logic_cells: "clkdlybuf4s50_1, inv_1, a21oi_1"
  flop_area_um2: 0
  layout-drive-gt1-share_pct: 9.55
  flop-count: 0
  synthToLayoutAreaGrowth_pct: 13.2
  final_core_util_pct: 35.4
  final.fill_count: 368
  clock_buffers: 0
die:
  die-area_um2: 6400
  die_y_um: 80
  rows: 21
  fp.coreArea_um2: 3420
  io_pins: 20
  fp_util_pct: 31.3
  die_w_um: 80
detailed_routing:
  vias_per_cell: 5.49
  drc: 0
  drtPass1Iterations: 4
  antenna_cells: 0
  ant_nets: 0
  drt_wl_total_mm: 2.50
  via_count: 1115
  drt_iter0_markers: 61
  wl_per_cell_um: 12.3
hold_path:
  min_path_type: "in -> out"
power_and_ir_drop:
  power_mw: 0.105
  peakVddDrop_uv: 27.3
  leakage_nw: 0.467
  p_per_area_nw_per_um2: 86.6
cts:
  cts_setup_buffers: 0
  ctsHoldBuffers: 0
  cts_resized: 0
flow_run:
  openroad.warnings: 38
  maxCapViolCount: 0
## layout make-up
cell class                      instances  area (um^2)  area share (%)
Multi-Input combinational cell        128          943            78.0
Timing Repair Buffer                   16          160            13.2
Tap cell                               46         57.6            4.76
Inverter                               13         48.8            4.03
## critical path: stages
cell and delay [ps]:
clkdlybuf4s50_1 560, inv_1 140, ha_1 200, ha_1 510, inv_1 250, nor4_1 420
a211oi_1 80, a31o_2 300, ha_1 290, o21bai_1 280, xnor2_1 170, ha_1 270
inv_1 80, or3_1 370, o311a_1 130, o21ai_1 130, clkdlybuf4s50_1 470
## path summary, 6_finish.rpt
kind / from / end / slack [ps] / cells after the start
min: CC_BIN2BCD_bin_InBUS[0] / CC_BIN2BCD_bcd_OutBUS[0] / 3720 / 0
max: CC_BIN2BCD_bin_InBUS[5] / CC_BIN2BCD_bcd_OutBUS[3] / 900 / 17
## synthesized netlist by cell type, types with 2 or more instances
| library cell | count | area, um^2 |
|---|---|---|
| a211o_1 | 2 | 17.5 |
| a211oi_1 | 3 | 22.5 |
| a21oi_1 | 12 | 60.1 |
| a311oi_1 | 2 | 17.5 |
| a31oi_1 | 3 | 18.8 |
| and3_1 | 2 | 12.5 |
| buf_2 | 4 | 20.0 |
| buf_4 | 3 | 22.5 |
| buf_6 | 2 | 22.5 |
| clkbuf_1 | 4 | 15.0 |
| ha_1 | 10 | 125 |
| inv_1 | 13 | 48.8 |
| mux2i_1 | 4 | 40.0 |
| nand2_1 | 9 | 33.8 |
| nand2b_1 | 2 | 12.5 |
| nand3_1 | 6 | 30.0 |
| nor2_1 | 7 | 26.3 |
| nor3_1 | 5 | 25.0 |
| nor4_1 | 2 | 12.5 |
| o21ai_0 | 11 | 55.1 |
| o21bai_1 | 2 | 15.0 |
| o221ai_1 | 2 | 17.5 |
| o22ai_1 | 2 | 12.5 |
| xnor2_1 | 4 | 35.0 |
| xor2_1 | 3 | 26.3 |
## stage by stage
step                      instances  area [um^2]
after global placement          203         1210
after CTS                       203         1210
after floorplan                 154         1070
final                           203         1210
after detailed placement        203         1210
after global routing            203         1210
## where the power goes
part	switching, mW	total (mW)	internal, mW
registers	0	0	0
clock network	0	0	0
logic	0.0495	0.105	0.0552
## layer usage
metal | track usage (%) | wire [um] | vias up | share of wire, %
li1 | - | - | 574 | -
met1 | 11.1 | 1230 | 496 | 49
met2 | 12.1 | 1140 | 43 | 46
met3 | 0.227 | 108 | 2 | 4.3
met4 | 0.880 | 10 | 0 | 0.40
met5 | 0 | 0 | - | 0
## cell families after synthesis
logic type               share of synthesized area, %
AND-OR/OR-AND                                    35.5
AND/OR/NAND/NOR                                  25.2
buffers and inverters                            12.1
adder cells (fa/ha/maj)                          11.7
XOR/XNOR                                         8.78
multiplexers                                     6.44
other                                           0.351
Power figures rest on the tool's default switching activity, not on a simulated workload.
